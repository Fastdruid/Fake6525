==> flow/design.v <==
`timescale 1ns / 1ps
module Fake6525(
    input _reset,
    input _cs,
    input [2:0]rs,
    input _write,
    inout [7:0]data,
    inout [7:0]port_a,
    inout [7:0]port_b,
    inout [7:0]port_c
);
reg [7:0]data_out;
reg [2:0] rs_r;
wire clock = !_cs;
wire [7:0] data_ddr_a, data_ddr_b, data_ddr_c;
reg [7:0] control_register;
reg [7:0] active_interrupt_register;
reg [4:0] interrupt_latches;
reg irq_n;
reg ca, cb;
reg [4:0] interrupt_stack[3:0];   
reg [1:0] stack_pointer;
wire we_ddr_a, we_ddr_b, we_ddr_c, we_port_a, we_port_b, we_port_c, we_cr, we_air;
assign we_ddr_a = !_write & (rs_r == 3'd3);
assign we_ddr_b = !_write & (rs_r == 3'd4);
assign we_ddr_c = !_write & (rs_r == 3'd5);
assign we_port_a = !_write & (rs_r == 3'd0);
assign we_port_b = !_write & (rs_r == 3'd1);
assign we_port_c = !_write & (rs_r == 3'd2);
assign we_cr = !_write & (rs_r == 3'd6);
assign we_air = !_write & (rs_r == 3'd7);
ioport ioport_a(
    .clock(clock), 
    .reset(!_reset), 
    .data_in(data), 
    .we_ddr(we_ddr_a), 
    .data_ddr(data_ddr_a), 
    .we_port(we_port_a), 
    .pins(port_a)
);
ioport ioport_b(
    .clock(clock), 
    .reset(!_reset), 
    .data_in(data), 
    .we_ddr(we_ddr_b), 
    .data_ddr(data_ddr_b), 
    .we_port(we_port_b), 
    .pins(port_b)
);
ioport ioport_c(
    .clock(clock), 
    .reset(!_reset), 
    .data_in(data), 
    .we_ddr(we_ddr_c), 
    .data_ddr(data_ddr_c), 
    .we_port(we_port_c), 
    .pins(port_c)
);
assign data = (!_cs & _write ? data_out : 8'bz);
always @(posedge clock or negedge _reset) begin
    if (!_reset) begin
        control_register <= 8'b0;
        active_interrupt_register <= 8'b0;
        interrupt_latches <= 5'b0;
        irq_n <= 1'b1;
        ca <= 1'b1;
        cb <= 1'b1;
        stack_pointer <= 2'b0;
    end else begin
        if (!_write) begin
            case(rs)
                3'd6: control_register <= data;
                3'd7: begin
                    if (stack_pointer > 0) begin
                        stack_pointer <= stack_pointer - 1;
                        active_interrupt_register <= {3'b0, interrupt_stack[stack_pointer-1]};
                    end else begin
                        active_interrupt_register <= 8'b0;
                    end
                end
                default: ;  
            endcase
        end
        if (control_register[0]) begin
            for (int i = 4; i >= 0; i--) begin
                if (port_c[i] & !data_ddr_c[i] & !interrupt_latches[i]) begin
                    interrupt_latches[i] <= 1'b1;
                    if (control_register[1]) begin  
                        if (i > active_interrupt_register[4:0]) begin
                            interrupt_stack[stack_pointer] <= active_interrupt_register[4:0];
                            stack_pointer <= stack_pointer + 1;
                            active_interrupt_register <= {3'b0, 5'b00001 << i};
                            irq_n <= 1'b0;
                        end
                    end else begin
                        active_interrupt_register[i] <= 1'b1;
                        irq_n <= 1'b0;
                    end
                end
            end
        end
        case (control_register[5:4])
            2'b00: ca <= (port_c[3] & !data_ddr_c[3]) | (rs_r == 3'd0 & !_write);
            2'b01: ca <= (rs_r == 3'd0 & !_write) ? 1'b0 : 1'b1;  
            2'b10: ca <= 1'b0;
            2'b11: ca <= 1'b1;
        endcase
        case (control_register[7:6])
            2'b00: cb <= (port_c[3] & !data_ddr_c[3]) | (rs_r == 3'd1 & !_write);
            2'b01: cb <= (rs_r == 3'd1 & !_write) ? 1'b0 : 1'b1;  
            2'b10: cb <= 1'b0;
            2'b11: cb <= 1'b1;
        endcase
    end
end
always @(posedge clock) begin
    rs_r = rs;
    case(rs_r)
        3'd0: data_out = port_a;
        3'd1: data_out = port_b;
        3'd2: data_out = control_register[0] ? {cb, ca, irq_n, interrupt_latches} : port_c;
        3'd3: data_out = data_ddr_a;
        3'd4: data_out = data_ddr_b;
        3'd5: data_out = data_ddr_c;
        3'd6: data_out = control_register;
        3'd7: begin
            data_out = active_interrupt_register;
            if (control_register[1]) begin  
                interrupt_latches[active_interrupt_register[4:0]] <= 1'b0;
                if (stack_pointer > 0) begin
                    stack_pointer <= stack_pointer - 1;
                    active_interrupt_register <= {3'b0, interrupt_stack[stack_pointer-1]};
                end else begin
                    active_interrupt_register <= 8'b0;
                end
            end else begin
                interrupt_latches <= 5'b0;
                active_interrupt_register <= 8'b0;
            end
            irq_n <= 1'b1;  
        end
        default: data_out = 8'bz;
    endcase
end
endmodule
`timescale 1ns / 1ps
module ioport(
              input clock,
              input reset,
              input [7:0]data_in,
              input we_ddr,
              output [7:0]data_ddr,
              input we_port,
              output [7:0]data_port,
              inout [7:0]pins
             );
register       reg_ddr(
                       (!we_ddr | !clock), 
                       reset, 
                       1, 
                       data_in, 
                       data_ddr
                      );
register	      reg_a(
                     (!we_port | !clock), 
                     reset, 
                     1, 
                     data_in, 
                     data_port
                    );
assign pins[0] = (data_ddr[0] ? data_port[0] : 'bz);
assign pins[1] = (data_ddr[1] ? data_port[1] : 'bz);
assign pins[2] = (data_ddr[2] ? data_port[2] : 'bz);
assign pins[3] = (data_ddr[3] ? data_port[3] : 'bz);
assign pins[4] = (data_ddr[4] ? data_port[4] : 'bz);
assign pins[5] = (data_ddr[5] ? data_port[5] : 'bz);
assign pins[6] = (data_ddr[6] ? data_port[6] : 'bz);
assign pins[7] = (data_ddr[7] ? data_port[7] : 'bz);
endmodule
`timescale 1ns / 1ps
module register(clock, reset, enable, d, q);
parameter WIDTH = 8 ;
parameter RESET = 0 ;
input clock;
input reset;
input enable;
input [WIDTH-1:0] d;
output [WIDTH-1:0] q;
reg [WIDTH-1:0] q;
initial q = RESET;
always @ (posedge clock, posedge reset)
  begin
  if(reset)
		q <= RESET;
  else if(enable)
	   q <= d;
  end
endmodule
==> flow/run.sh <==
#!/bin/bash
# OpenROAD 26Q1-2900-gdf79404cd8, Yosys 0.63+post, stock flow scripts
make -C /OpenROAD-flow-scripts/flow DESIGN_CONFIG=/design/flow/config.mk WORK_HOME=/design/flow/orfs finish
==> flow/config.mk <==
export PLATFORM = sky130hd
export DESIGN_NAME = Fake6525
export DESIGN_NICKNAME = Fake6525
export VERILOG_FILES = /design/flow/design.v
export SDC_FILE = /design/flow/constraint.sdc
export NUM_CORES = 4
export LEC_CHECK = 1
export CORE_UTILIZATION = 40
==> flow/constraint.sdc <==
current_design Fake6525

set clk_period 6.0
set clk_io_pct 0.2

create_clock -name clk0 -period $clk_period [get_ports {_cs}]

set non_clock_inputs [all_inputs -no_clocks]
set_input_delay [expr $clk_period * $clk_io_pct] -clock clk0 $non_clock_inputs
set_output_delay [expr $clk_period * $clk_io_pct] -clock clk0 [all_outputs]
==> qor.rpt <==
SYNTH
----------------------------------------------------------------------------
Area contributors post-synth                                    dfrtp_1 24%, edfxtp_1 19%, dfrtn_1 10%, dfxtp_1 4.4%, mux2i_1 3.0%
Most used standard cell by instance count after synthesis            dfrtp_1
Predominant post-synthesis flop cell                                 dfrtp_1
Post-synth EDFFs                                                          32
Commonest cells in the netlist                                  48 x dfrtp_1, 37 x nand2_1, 32 x edfxtp_1, 20 x dfrtn_1
Synth warn                                                                15
Total cells reported by yosys after synthesis                            402
Synth flops                                                              113
Post-synth area from yosys stat                                    4970 um^2
Fraction of registers with async set or reset after synthesis          61.9%
Top cell type by total area after synthesis                          dfrtp_1
Fraction of the yosys area taken by sequential cells                   59.0%
Unique masters post-synth                                                 62
Top cell area share                                                    24.2%

STATUS
----------------------------------------------------------------------------
Last flow stage reached                                         synthesis (1_2_yosys)
Tool error                                                      ERROR: Found 12 problems in 'check -assert'.
Status                                                          aborted with a tool error

## cells by family after synthesis
family | after synthesis | synth area share (%)
buf+inv | 36 | 3.09
simple gates | 121 | 13.7
xor+xnor | 1 | 0.176
fa+ha+maj | 10 | 2.52
flops | 113 | 59.0
compound gates | 86 | 12.2
mux | 35 | 9.21
